`flow/run.sh`:
```
#!/bin/bash
# OpenROAD 26Q1-2900-gdf79404cd8, Yosys 0.63+post, stock flow scripts
make -C /OpenROAD-flow-scripts/flow DESIGN_CONFIG=/design/flow/config.mk WORK_HOME=/design/flow/orfs finish
```
`flow/config.mk`:
```
export PLATFORM = sky130hd
export DESIGN_NAME = uart_byte_tx
export DESIGN_NICKNAME = uart_byte_tx
export VERILOG_FILES = /design/flow/design.v
export SDC_FILE = /design/flow/constraint.sdc
export NUM_CORES = 4
export LEC_CHECK = 1
export CORE_UTILIZATION = 40
```
`flow/constraint.sdc`:
```
current_design uart_byte_tx

set clk_period 2.8
set clk_io_pct 0.2

create_clock -name clk0 -period $clk_period [get_ports {clk}]

set non_clock_inputs [all_inputs -no_clocks]
set_input_delay [expr $clk_period * $clk_io_pct] -clock clk0 $non_clock_inputs
set_output_delay [expr $clk_period * $clk_io_pct] -clock clk0 [all_outputs]
```
`flow/design.v`:
```
module tx_bps_gen(
    input wire clk,
    input wire rst,
    input wire[3:0] baud_set,
    input wire byte_en,
    input wire tx_done,
    output reg bps_clk
    );
    parameter system_clk = 50_000_000;
    localparam bps9600 = system_clk/9600/10 - 1;
    localparam bps19200 = system_clk/19200/10 - 1;
    localparam bps38400 = system_clk/38400/10 - 1;
    localparam bps57600 = system_clk/57600/10 - 1;
    localparam bps115200 = system_clk/115200/10 - 1;
    localparam bps230400 = system_clk/230400/10 - 1;
    localparam bps460800 = system_clk/460800/10 - 1;
    localparam bps921600 = system_clk/921600/10 - 1;
    reg[31:0] bps_param;
    always@(posedge clk or negedge rst)
        if (!rst)
            bps_param <= bps9600;
        else begin
            case (baud_set)
            4'd0: bps_param <= bps9600;
            4'd1: bps_param <= bps19200;
            4'd2: bps_param <= bps38400;
            4'd3: bps_param <= bps57600;
            4'd4: bps_param <= bps115200;
            4'd5: bps_param <= bps230400;
            4'd6: bps_param <= bps460800;
            4'd7: bps_param <= bps921600;
            default: bps_param <= bps9600;
            endcase
        end 
    localparam STATE_IDEL = 1'd0;
    localparam STATE_SEND = 1'd1;
    reg bps_en;
    reg state;
    always@(posedge clk or negedge rst)
        if (!rst) begin
            state <= STATE_IDEL;
            bps_en <= 1'b0;
        end
        else begin
            case (state)
                STATE_IDEL:begin
                    if (byte_en) begin
                        state <= STATE_SEND;
                        bps_en <= 1'b1;
                    end
                    else begin
                        state <= STATE_IDEL;
                        bps_en <= 1'b0;
                    end
                end
                STATE_SEND:begin
                    if (tx_done)  begin
                        state <= STATE_IDEL;
                        bps_en <= 1'b0;
                    end
                    else begin 
                        state <= STATE_SEND;
                        bps_en <= 1'b1;
                    end
                end
                default: begin
                    state <= STATE_IDEL;
                    bps_en <= 1'b0;
                end
            endcase
        end        
    reg[12:0] count;
    always@(posedge clk or negedge rst)
        if (!rst)
            count <= 13'd0;
        else if (bps_en == 1'd0)
            count <= 13'd0;
        else begin
            if (count == bps_param)
                count <= 13'd0;
            else 
                count <= count + 13'd1;
        end
    always@(posedge clk or negedge rst)
        if (!rst)
            bps_clk <= 1'b0;
        else if (count == 12'd1)
            bps_clk <= 1'b1;
        else 
            bps_clk <= 1'b0;
endmodule
module uart_byte_tx(
    input wire clk,
    input wire rst,
    input wire[3:0] baud_set,
    input wire byte_en,
    input wire[7:0] data_tx,
    output reg tx_done,
    output reg rs232_tx
    );
    wire bps_clk;
    reg[3:0] bps_cnt;
    reg[7:0] data;
    tx_bps_gen tx_bps_gen_inst(
        .clk(clk),
        .rst(rst),
        .baud_set(baud_set),
        .byte_en(byte_en),
        .tx_done(tx_done),
        .bps_clk(bps_clk)
        );
    always@(posedge clk or negedge rst)
        if (!rst)
            bps_cnt <= 4'd0;
        else if (bps_cnt == 4'd11) 
            bps_cnt <= 4'd0;
        else if (bps_clk) 
            bps_cnt <= bps_cnt + 4'd1;
        else 
            bps_cnt <= bps_cnt;
    always@(posedge clk or negedge rst)
        if (!rst)
            data <= 8'd0;
        else if (bps_clk & bps_cnt == 4'd1)
            data <= data_tx;
        else
            data <= data;
    always@(posedge clk or negedge rst)
        if (!rst)
            rs232_tx <= 1'd0;
        else begin
            case (bps_cnt)
            4'd1: rs232_tx <= 0;
            4'd2: rs232_tx <= data[0];
            4'd3: rs232_tx <= data[1];
            4'd4: rs232_tx <= data[2];
            4'd5: rs232_tx <= data[3];
            4'd6: rs232_tx <= data[4];
            4'd7: rs232_tx <= data[5];
            4'd8: rs232_tx <= data[6];
            4'd9: rs232_tx <= data[7];
            4'd10: rs232_tx <= 1;
            default: rs232_tx <= 0;
            endcase
        end
    always@(posedge clk or negedge rst)
        if (!rst)
            tx_done <= 1'd0;
        else if (bps_cnt == 4'd11)
            tx_done <= 1'd1;
        else 
            tx_done <= 1'd0;
endmodule
```
==> out/summary.rpt <==
FLOW RUN
---------------------------------------------------------------------------------
Total of max-cap violations ........................................            0
Stage-log warning count ............................................           32

POWER AND IR DROP
---------------------------------------------------------------------------------
Switching Fraction .................................................       32.33%
Maximum resistive drop on vdd ......................................     332.3 uV
Proportion of power drawn by flip-flops and latches ................        50.4%
Psw ................................................................    0.5648 mW
Power share of the combinational group .............................        25.9%
Cell Pwr Density ................................................... 790.2 nW/um^2
Share of total power in the clock network ..........................        23.7%
Leak Pwr ...........................................................    0.9825 nW
Internal Dissipation ...............................................     1.182 mW

CLOCK NETWORK
---------------------------------------------------------------------------------
Number of post-CTS setup repair buffers ............................            0
Root buffer selected by CTS ........................................ sky130_fd_sc_hd__clkbuf_8
Buffer levels on the longest clock path ............................            2
Post_cts resized ...................................................            0
Sinks on the clock net .............................................           39
Clk pin slew, worst setup/hold paths ...............................        80 ps
Number of H-tree levels ............................................            2
Insertion delay at the late pin of the worst-skew pair .............       290 ps
Number of buffers added to fix hold violations after cts ...........            0
CTS tree ...........................................................          yes
Clock buffer count from CTS ........................................            5

DRT
---------------------------------------------------------------------------------
First DRT Iteration DRCs ...........................................           90
Residual antenna-violating net count after detailed routing ........            0
DRC Markers ........................................................            0
Via Count ..........................................................         1218
Iteration count of the initial detailed-routing pass ...............            6
Wire length per cell ...............................................     12.84 um
Via count normalized by instance count .............................        5.075
Total Wirelength ...................................................     3.082 mm
Number of diodes ...................................................            0

PLACEMENT
---------------------------------------------------------------------------------
Inst Count DP ......................................................          232
Total cell area at the placement stage .............................    2107 um^2
Tally of buffers added on design ports .............................           16
Final estimated routing congestion in global placement .............       0.7814
Post-DP HPWL .......................................................     2.178 mm

DIE
---------------------------------------------------------------------------------
Core area ..........................................................    4474 um^2
Pre-placement core utilization .....................................       42.51%
Chip area ..........................................................    5035 um^2
Boundary pin count .................................................           17
Floorplan die width ................................................     70.96 um
Placement Rows .....................................................           24
Height of the chip .................................................     70.96 um

STA
---------------------------------------------------------------------------------
Count of endpoints failing hold in the final timing report .........            0
Normalized max-slew margin .........................................       45.38%
Least-Margin Pin Slew ..............................................     816.5 ps
Final period demand of the worst path ..............................      1859 ps
Post-layout period usage of the worst path .........................       66.40%
Highest clock frequency the design can meet ........................    537.9 MHz
Setup_tns ..........................................................         0 ps
Slew Limit Fails ...................................................            0
Unrepaired setup endpoints after global routing ....................        false
Final count of negative-setup-slack endpoints ......................            0
Clock Skew .........................................................     9.517 ps

GLOBAL ROUTE
---------------------------------------------------------------------------------
Aggregate global routing overflow ..................................            0
Overall Global Routing Usage .......................................       14.36%
Largest net degree at the start of global routing ..................           40
Initial antenna violation count ....................................            0
Via count of the first global-routing pass .........................         1224
First-pass GRT wire length .........................................     5.533 mm

WORST HOLD PATH
---------------------------------------------------------------------------------
Hold Crit Class .................................................... flop to flop

STATUS
---------------------------------------------------------------------------------
Status .............................................................    completed

YOSYS
---------------------------------------------------------------------------------
Fraction of synthesis flops using an asynchronous set or reset pin .       100.0%
Dominant flop cell ................................................. sky130_fd_sc_hd__dfrtp_1
Sequential-to-total area share from yosys stat .....................       51.58%
Total number of yosys warnings .....................................            2
Unique masters post-synth ..........................................           35
Area figure in the yosys stat output ...............................    1902 um^2
Synthesized area per cell ..........................................   11.39 um^2
Synth Register Bits ................................................           39
Number of flops mapped to enable cells by yosys ....................            0
Cell area after technology mapping .................................    1902 um^2
Cell count after synthesis .........................................          167
Post-synthesis cell count from yosys ...............................          167

CELLS AND AREA
---------------------------------------------------------------------------------
Synth-to-layout area growth ........................................       16.25%
Fin cells ..........................................................          240
Share of cells above drive strength 1 ..............................       13.83%
Final non-filler cell area .........................................    2211 um^2

SETUP PATH
---------------------------------------------------------------------------------
CP Data Arrival Time ...............................................      2000 ps
Critical path data required time ...................................      2940 ps
Startpoint types ...................................................         flop
Crit. End Element ..................................................         flop
Biggest fanout along the worst timing path .........................           13
WS Path Type ....................................................... flop to flop

## path summary, 6_finish.rpt
kind	slack, ps	endpoint	start	cells past startpoint
setup / recovery	940	tx_bps_gen_inst.count[11]$_DFF_PN0_	tx_bps_gen_inst.count[2]$_DFF_PN0_	4
hold / removal	460	tx_bps_gen_inst.state$_DFF_PN0_	tx_done$_DFF_PN0_	1
setup reg to reg	940	tx_bps_gen_inst.count[11]$_DFF_PN0_	tx_bps_gen_inst.count[2]$_DFF_PN0_	4
hold reg to reg	460	tx_bps_gen_inst.state$_DFF_PN0_	tx_done$_DFF_PN0_	1
max in group asynchronous	1740	tx_bps_gen_inst.bps_param[9]$_DFF_PN1_	rst	2
min in group asynchronous	690	data[0]$_DFFE_PN0P_	rst	2
## per-stage QoR
stage / worst slack, ps / power [mW] / hold slack, ps / utilization, %
2_1_floorplan: 1347 / 1.214 / 264.4 / -
3_3_place_gp: 955.8 / 1.331 / 445.3 / 47.09
3_5_place_dp: 928.9 / 1.342 / 441.1 / 47.09
4_1_cts: 939.6 / 1.764 / 471.5 / 49.41
5_1_grt: 782.1 / 1.874 / 489.2 / 49.41
6_report: 940.9 / 1.747 / 464.6 / 49.41
## layout make-up
cell class,instances,area (um^2)
Sequential cell,39,980.9
Tap cell,52,65.06
Clock buffer,7,96.34
Inverter,10,37.54
Clock inverter,1,7.507
Fill cell,386,2263
Timing Repair Buffer,17,167.7
Multi-Input combinational cell,114,855.8
## cells in the mapped netlist, types with 3 or more instances
| master | n | area (um^2) |
|---|---|---|
| sky130_fd_sc_hd__nor2_1 | 19 | 71.32 |
| sky130_fd_sc_hd__dfstp_2 | 4 | 105.1 |
| sky130_fd_sc_hd__xor2_1 | 4 | 35.03 |
| sky130_fd_sc_hd__mux2_2 | 9 | 101.4 |
| sky130_fd_sc_hd__inv_1 | 10 | 37.54 |
| sky130_fd_sc_hd__and3_1 | 3 | 18.77 |
| sky130_fd_sc_hd__ha_1 | 10 | 125.1 |
| sky130_fd_sc_hd__nand3_1 | 8 | 40.04 |
| sky130_fd_sc_hd__nand2_1 | 5 | 18.77 |
| sky130_fd_sc_hd__nand4_1 | 3 | 18.77 |
| sky130_fd_sc_hd__xnor2_1 | 18 | 157.7 |
| sky130_fd_sc_hd__dfrtp_1 | 35 | 875.8 |
| sky130_fd_sc_hd__mux2i_1 | 4 | 40.04 |
| sky130_fd_sc_hd__and2_1 | 3 | 18.77 |
| sky130_fd_sc_hd__nor3_1 | 7 | 35.03 |
## cells in the final DEF, fill, tap and decap left out, drive strengths merged, types with 2 or more instances in the layout
cell            n
a22oi           2
and2            3
and3            3
clkbuf          7
clkdlybuf4s50  16
dfrtp          35
dfstp           4
ha             10
inv            10
mux2            9
mux2i           4
nand2           5
nand2b          2
nand3           8
nand4           4
nor2           19
nor3            8
nor4            2
o21ai           2
o31ai           2
xnor2          18
xor2            4
## cell families (layout without fill, tap and decap cells)
family | count (synthesis) | after routing | share of synthesized area (%)
xor+xnor | 22 | 22 | 10.13
compound gates | 11 | 11 | 5.131
mux | 13 | 13 | 7.434
flops | 39 | 39 | 51.58
simple gates | 58 | 58 | 15.72
buf+inv | 14 | 35 | 3.421
fa+ha+maj | 10 | 10 | 6.579
## metal layers
layer	routed length (um)	vias up	track usage (%)	share of wire (%)
met4	76	0	2.889	2.5
met1	1606	578	23.79	52
met2	1218	30	19.98	40
met3	179	7	3.902	5.8
li1	-	603	-	-
met5	0	-	0	0
## flip-flops by register name, indices dropped and copies added (netlist names)
| register | cells |
|---|---|
| tx_bps_gen_inst.count | 13 |
| tx_bps_gen_inst.bps_param | 10 |
| data | 8 |
| bps_cnt | 4 |
| rs232_tx | 1 |
| tx_bps_gen_inst.bps_clk | 1 |
| tx_bps_gen_inst.state | 1 |
| tx_done | 1 |
## power groups by stage
stage / Sequential, mW / Clock (mW) / Combinational (mW)
5_1_grt: 0.908 / 0.449 / 0.516
4_1_cts: 0.879 / 0.425 / 0.459
6_report: 0.881 / 0.413 / 0.453
## worst max-delay path, stage by stage (launching register included)
cell                      delay [ps]
sky130_fd_sc_hd__dfrtp_1         480
sky130_fd_sc_hd__xnor2_1         210
sky130_fd_sc_hd__nand3_1         140
sky130_fd_sc_hd__o41ai_4         750
sky130_fd_sc_hd__nor2_1          120
Power is estimated from default activity; no workload was simulated.
