==> design/flow/constraint.sdc <==
current_design uart_byte_rx

set clk_period 4.6
set clk_io_pct 0.2

create_clock -name clk0 -period $clk_period [get_ports {clk}]

set non_clock_inputs [all_inputs -no_clocks]
set_input_delay [expr $clk_period * $clk_io_pct] -clock clk0 $non_clock_inputs
set_output_delay [expr $clk_period * $clk_io_pct] -clock clk0 [all_outputs]
==> design/flow/run.sh <==
#!/bin/bash
# OpenROAD 26Q1-2900-gdf79404cd8, Yosys 0.63+post, stock flow scripts
make -C /OpenROAD-flow-scripts/flow DESIGN_CONFIG=/design/flow/config.mk WORK_HOME=/design/flow/orfs finish
==> design/flow/config.mk <==
export PLATFORM = sky130hd
export DESIGN_NAME = uart_byte_rx
export DESIGN_NICKNAME = uart_byte_rx
export VERILOG_FILES = /design/flow/design.v
export SDC_FILE = /design/flow/constraint.sdc
export NUM_CORES = 4
export LEC_CHECK = 1
export CORE_UTILIZATION = 40
==> design/flow/design.v <==
module rx_bps_gen(
    input wire clk,
    input wire rst,
    input wire[3:0] baud_set,
    input wire byte_en,
    input wire rx_done,
    output reg bps_clk
    );
    parameter system_clk = 50_000_000;
    localparam bps9600 = system_clk/9600/9 - 1;
    localparam bps19200 = system_clk/19200/9 - 1;
    localparam bps38400 = system_clk/38400/9 - 1;
    localparam bps57600 = system_clk/57600/9 - 1;
    localparam bps115200 = system_clk/115200/9 - 1;
    localparam bps230400 = system_clk/230400/9 - 1;
    localparam bps460800 = system_clk/460800/9 - 1;
    localparam bps921600 = system_clk/921600/9 - 1;
    reg[12:0] bps_param;
    always@(posedge clk or negedge rst)
        if (!rst)
            bps_param <= 12'd0;
        else begin
            case (baud_set)
            4'd0: bps_param <= bps9600;
            4'd1: bps_param <= bps19200;
            4'd2: bps_param <= bps38400;
            4'd3: bps_param <= bps57600;
            4'd4: bps_param <= bps115200;
            4'd5: bps_param <= bps230400;
            4'd6: bps_param <= bps460800;
            4'd6: bps_param <= bps921600;
            default: bps_param <= bps9600;
            endcase
        end
    localparam STATE_IDEL = 1'b0;
    localparam STATE_RECV = 1'b1;
    reg state;
    reg bps_en;
    always@(posedge clk or negedge rst)
        if (!rst) begin
            state <= 1'b0;
            bps_en <= 1'b0;
        end       
        else begin
            case (state)
            STATE_IDEL: begin
                if (byte_en) begin
                    state <= STATE_RECV;
                    bps_en <= 1'b1;
                end
                else begin 
                    state <= STATE_IDEL;
                    bps_en <= 1'b0;
                end
            end
            STATE_RECV: begin
                if (rx_done) begin
                    state <= STATE_IDEL;
                    bps_en <= 1'b0;
                end
                else begin
                    state <= STATE_RECV;
                    bps_en <= 1'b1;
                end
            end
            default:;
            endcase
        end 
    reg[12:0] bps_cnt;
    always@(posedge clk or negedge rst)
        if (!rst)
            bps_cnt <= 13'd0;
        else if (bps_en) begin
            if (bps_cnt == bps_param)
                bps_cnt <= 13'd0;
            else 
                bps_cnt <= bps_cnt + 13'd1;
        end
        else 
            bps_cnt <= 13'd0;
     always@(posedge clk or negedge rst)
        if (!rst)
            bps_clk <= 1'b0;
        else if (bps_cnt == 12'd1)
            bps_clk <= 1'b1;
        else
            bps_clk <= 1'b0;
endmodule
module uart_byte_rx(
    input wire clk,
    input wire rst,
    input wire[3:0] baud_set,
    input wire rs232_rx,
    output reg[7:0] rx_data,
    output reg rx_done
    );
    reg rs232_rx0;
    reg rs232_rx1;
    reg rs232_rx2;
    reg rs232_rx3;
    always@(posedge clk or negedge rst)
        if (!rst) begin
            rs232_rx0 <= 1'b0;
            rs232_rx1 <= 1'b0;
            rs232_rx2 <= 1'b0;
            rs232_rx3 <= 1'b0;
        end
        else begin
            rs232_rx0 <= rs232_rx;
            rs232_rx1 <= rs232_rx0;
            rs232_rx2 <= rs232_rx1;
            rs232_rx3 <= rs232_rx2;
        end 
    wire neg = rs232_rx3&rs232_rx2&(!rs232_rx1)&(!rs232_rx0);
    wire byte_en = neg;
    wire bps_clk;
    rx_bps_gen rx_bps_gen_inst(
        .clk(clk),
        .rst(rst),
        .baud_set(baud_set),
        .byte_en(byte_en),
        .rx_done(rx_done),
        .bps_clk(bps_clk)
    );
    reg[6:0] bps_cnt;
    always@(posedge clk or negedge rst)
        if (!rst)
            bps_cnt <= 7'd0;
        else if (byte_en&bps_clk) begin
            if (bps_cnt == 7'd89)
                bps_cnt <= 7'd0;
            else 
                bps_cnt <= bps_cnt + 7'd1;
        end
        else 
            bps_cnt <= bps_cnt;
    reg[1:0] start_bit;
    reg[1:0] stop_bit;
    reg[1:0] tmp[7:0];
    always@(posedge clk or negedge rst)
        if (!rst) begin
            tmp[0] <= 2'd0;
            tmp[1] <= 2'd0;
            tmp[2] <= 2'd0;
            tmp[3] <= 2'd0;
            tmp[4] <= 2'd0;
            tmp[5] <= 2'd0;
            tmp[6] <= 2'd0;
            tmp[7] <= 2'd0;
            start_bit <= 2'd0;
            stop_bit <= 2'd0;
        end
        else if (bps_clk) begin
            case (bps_cnt)
            7'd0: begin
                tmp[0] <= 2'd0;
                tmp[1] <= 2'd0;
                tmp[2] <= 2'd0;
                tmp[3] <= 2'd0;
                tmp[4] <= 2'd0;
                tmp[5] <= 2'd0;
                tmp[6] <= 2'd0;
                tmp[7] <= 2'd0;
                start_bit <= 2'd0;
                stop_bit <= 2'd0;
            end
            7'd4,  7'd5,  7'd6:  start_bit <= start_bit + rs232_rx;
            7'd13, 7'd14, 7'd15: tmp[0] <= tmp[0] + rs232_rx;
            7'd22, 7'd23, 7'd24: tmp[1] <= tmp[1] + rs232_rx;
            7'd32, 7'd33, 7'd34: tmp[2] <= tmp[2] + rs232_rx;
            7'd39, 7'd40, 7'd41: tmp[3] <= tmp[3] + rs232_rx;
            7'd48, 7'd49, 7'd50: tmp[4] <= tmp[4] + rs232_rx;
            7'd57, 7'd58, 7'd59: tmp[5] <= tmp[5] + rs232_rx;
            7'd66, 7'd67, 7'd68: tmp[6] <= tmp[6] + rs232_rx;
            7'd75, 7'd76, 7'd77: tmp[7] <= tmp[7] + rs232_rx;
            7'd84, 7'd85, 7'd86: stop_bit <= stop_bit + rs232_rx;
            default:;
            endcase
        end
    always@(posedge clk or negedge rst)
        if (!rst)
            rx_data <= 8'd0;
        else if (bps_clk && bps_cnt == 7'd89) begin
            rx_data <= {tmp[7][1], tmp[6][1], tmp[5][1], tmp[4][1], 
                        tmp[3][1], tmp[3][1], tmp[1][1], tmp[0][1]};
        end 
        else
            rx_data <= rx_data;
    always@(posedge clk or negedge rst)
        if (!rst)
            rx_done <= 1'b0;
        else if (bps_cnt == 7'd89)
            rx_done <= 1'b1;
        else 
            rx_done <= 1'b0;
endmodule
==> flow_metrics.env <==
# physical design summary
export IMPL_antenna_left=0
export IMPL_cts_root_buffer="clkbuf_8"
export IMPL_drive_above_1_share=0.121
export IMPL_path_delay_family="simple AND/OR/NAND/NOR gates"
export IMPL_power_density_nw_per_um2=359
export IMPL_hold_viol=0
export IMPL_cp_slowest_cell="dfrtp_1"
export IMPL_core_sq_um=7290
export IMPL_tritoncts="done"
export IMPL_use_met3=0.0208
export IMPL_gr_total_overflow=0
export IMPL_numCtsBuffers=9
export IMPL_antennaDiodeCount=0
export IMPL_nFillCells=704
export IMPL_synth_edff_count=0
export IMPL_ys_cells=280
export IMPL_finalClockPeriodUsage=0.468
export IMPL_drc_errors=0
export IMPL_fp_dieH_um=88.9
export IMPL_cts_resized=0
export IMPL_fin_crit_ps=2150
export IMPL_slowest_delay_ps=630
export IMPL_worstPathMaxFanout=14
export IMPL_start_kind="flip-flop"
export IMPL_via_count=1979
export IMPL_clock_path_buffers=2
export IMPL_rows=31
export IMPL_ios=16
export IMPL_finalWeightedCongestion=0.770
export IMPL_slew_headroom=0.486
export IMPL_grt_busiest_layer="met1"
export IMPL_cp_num_buf_inv=0
export IMPL_htree_levels=3
export IMPL_rsz0062_at_grt="no"
export IMPL_end_kind="flip-flop"
export IMPL_wl_um=5130
export IMPL_synthDistinctLibCells=53
export IMPL_worstPathCellList="nor2b_1 > nand4b_1 > a32o_1"
export IMPL_final_area_sq_um=3380
export IMPL_critPathRequiredTime_ps=4810
export IMPL_yosys_stat_area_sq_um=3020
export IMPL_clkSinkCount=58
export IMPL_worstPathArrival_ps=2360
export IMPL_clkTransAtPathRegs_ps=60
export IMPL_chip_area_sq_um=7900
export IMPL_netlist_instances=280
export IMPL_ff_type="dfrtp_1"
export IMPL_min_delay_path_class="reg2reg"
export IMPL_tightest_slew_ps=769
export IMPL_leakagePower_nw=1.51
export IMPL_total_power_w=0.00121
export IMPL_clock_skew_ps=5.26
export IMPL_finalSetupTns_ps=0
export IMPL_grt_usage=0.144
export IMPL_grt_pass1_vias=1744
export IMPL_maxSlewViolCount=0
export IMPL_dp_cells=381
export IMPL_synthToLayoutAreaGrowth_pct=11.9
export IMPL_dp_hpwl_um=3410
export IMPL_setup_viol=0
export IMPL_worstSetupPathType="reg2reg"
export IMPL_fmax_mhz=465
export IMPL_placed_cell_area_sq_um=3210
export IMPL_cts_hold_buffers=0
export IMPL_grt_max_degree=59
export IMPL_async_flop_share=1.00
export IMPL_postSynthSeqShare=0.481
export IMPL_clk_latency_ps=320
export IMPL_drtIter0Drc=77
export IMPL_fp_util=0.414
export IMPL_fin_cells=396
export IMPL_status="finished, final reports clean"
export IMPL_die_x_um=88.9
export IMPL_ys_warn_count=3
export IMPL_ir_drop_mv=0.123
export IMPL_dr_pass1_iters=4
export IMPL_hold_slack_ps=365
export IMPL_log_warning_count=29
export IMPL_cts_setup_buffers=0
export IMPL_globalRouteMet2Util=0.194
export IMPL_antenna_found_initial=0
export IMPL_wl_per_cell_um=12.9
export IMPL_grt_first_pass_wirelength_um=8630
export IMPL_via_per_inst=5.00
export IMPL_ys_flops=58
export IMPL_drv_cap=0
export IMPL_port_buffers=15
export IMPL_synth_avg_cell_area_sq_um=10.8
export IMPL_syn_cell_area_sq_um=3020
export IMPL_met1_usage=0.254
## cells in the mapped netlist (5+ instances only)
| cell type | number | area share |
|---|---|---|
| and3_1 | 6 | 0.012 |
| buf_2 | 7 | 0.012 |
| dfrtp_1 | 58 | 0.48 |
| ha_1 | 13 | 0.054 |
| inv_1 | 14 | 0.017 |
| mux2_4 | 7 | 0.035 |
| mux2i_1 | 7 | 0.023 |
| nand2_1 | 23 | 0.029 |
| nand3_1 | 13 | 0.022 |
| nand4_1 | 5 | 0.010 |
| nor2_1 | 22 | 0.027 |
| nor3_1 | 9 | 0.015 |
| o21ai_0 | 7 | 0.012 |
| xnor2_1 | 19 | 0.055 |
| xor2_1 | 5 | 0.015 |
## power breakdown
group | internal, W | switching [W]
clock network | 0.000219 | 0.000181
registers | 0.000546 | 0.0000607
logic | 0.0000863 | 0.000118
total | 0.000851 | 0.000360
## layout make-up
class                   instances  area (sq um)  share of cell area
inverters                      15          56.3              0.0167
flip-flops and latches         58          1450               0.430
repair buffers                 16           153              0.0452
clock buffers                  12           155              0.0459
clock inverters                 3          15.0             0.00444
well taps                      99           124              0.0367
multi-input cells             193          1420               0.421
## per-stage QoR
step                      utilization  setup WS (ps)
final                           0.463           2450
after global routing            0.463           2250
after CTS                       0.463           2430
after detailed placement        0.440           2130
after global placement          0.440           2140
after floorplan                     -           2880
## registers in the layout, indices dropped and copies added, names as in the netlist
name                       flops
rx_bps_gen_inst.bps_clk        1
tmp                           14
rx_bps_gen_inst.bps_param     10
rs232_rx1                      1
rx_done                        1
rs232_rx0                      1
rx_bps_gen_inst.state          1
bps_cnt                        7
rx_data                        7
rs232_rx2                      1
rs232_rx3                      1
rx_bps_gen_inst.bps_cnt       13
## per-layer routing
| layer | share of wire | vias up |
|---|---|---|
| li1 | - | 1007 |
| met1 | 0.54 | 950 |
| met2 | 0.43 | 15 |
| met3 | 0.018 | 7 |
| met4 | 0.012 | 0 |
| met5 | 0 | - |
## cell usage in the layout, fill, tap and decap left out, types with 2 or more instances in the layout
master and n:
a21o_1 2, a21oi_1 3, a31oi_1 3, a32o_1 2, and2_1 2, and3_1 6
and4bb_2 3, clkbuf_8 11, clkdlybuf4s50_1 14, clkinv_2 3, dfrtp_1 58, ha_1 13
inv_1 14, mux2_2 3, mux2_4 7, mux2i_1 7, nand2_1 23, nand2b_1 2
nand3_1 13, nand4_1 5, nand4b_1 3, nor2_1 22, nor2b_1 3, nor3_1 9
nor3b_1 3, nor4_1 2, nor4b_1 2, o21ai_0 7, o22ai_1 3, o311ai_0 2
xnor2_1 19, xor2_1 5
## logic make-up after synthesis
family / count (synthesis) / synth area share
DFF: 58 / 0.481
muxes: 17 / 0.0692
AOI/OAI and AO/OA: 31 / 0.0783
and+or+nand+nor: 108 / 0.201
adders and majority gates: 13 / 0.0539
buffers and inverters: 29 / 0.0477
xor gates and xnor gates: 24 / 0.0696
## final timing paths
| path | start | endpoint | slack, ps | depth (start not counted) |
|---|---|---|---|---|
| min in group asynchronous | rst | rx_data[3]$_DFFE_PN0P_ | 740 | 2 |
| worst min-delay path | rs232_rx1$_DFF_PN0_ | rs232_rx2$_DFF_PN0_ | 360 | 0 |
| max in group asynchronous | rst | rx_bps_gen_inst.bps_cnt[0]$_DFF_PN0_ | 3370 | 2 |
| worst min register to register | rs232_rx1$_DFF_PN0_ | rs232_rx2$_DFF_PN0_ | 360 | 0 |
| worst max register to register | rx_bps_gen_inst.bps_clk$_DFF_PN0_ | tmp[1][1]$_DFFE_PN0P_ | 2450 | 3 |
| worst max-delay path | rx_bps_gen_inst.bps_clk$_DFF_PN0_ | tmp[1][1]$_DFFE_PN0P_ | 2450 | 3 |
No activity file was given, so power comes from the tool's default toggle rates.
