`./run.sh`:
```
#!/bin/bash
# OpenROAD 26Q1-2900-gdf79404cd8, Yosys 0.63+post, stock flow scripts
make -C /OpenROAD-flow-scripts/flow DESIGN_CONFIG=/design/flow/config.mk WORK_HOME=/design/flow/orfs finish
```
`./constraint.sdc`:
```
current_design spi_slave

set clk_period 2.8
set clk_io_pct 0.2

create_clock -name clk0 -period $clk_period [get_ports {clk}]

set non_clock_inputs [all_inputs -no_clocks]
set_input_delay [expr $clk_period * $clk_io_pct] -clock clk0 $non_clock_inputs
set_output_delay [expr $clk_period * $clk_io_pct] -clock clk0 [all_outputs]
```
`./design.v`:
```
module spi_slave(
    input wire clk,
    input wire rst,
    input wire spi_cs,
    input wire spi_clk,
    input wire spi_mosi,
    output reg rx_data_valid,
    output reg[BIT_LEN-1:0] rx_data
);
    parameter BIT_LEN = 8;
    parameter CPOL = 1'b0;
    parameter CPHA = 1'b1;
    reg[3:0] spi_cs_tmp;
    reg[3:0] spi_clk_tmp;
    reg[3:0] spi_mosi_tmp;
    reg sample;
    reg spi_clk_pos;
    reg spi_clk_neg;
    wire rx_en;
    reg[4:0] rx_bit_cnt;
    assign rx_en = ~spi_cs_tmp[3];
    always@(posedge clk or negedge rst)
        if (!rst)
            spi_cs_tmp <= 4'd0;
        else 
            spi_cs_tmp <= {spi_cs_tmp[2:0], spi_cs};
    always@(posedge clk or negedge rst)
        if (!rst)
            spi_clk_tmp <= 4'd0;
        else 
            spi_clk_tmp <= {spi_clk_tmp[2:0], spi_clk};
    always@(posedge clk or negedge rst)
        if (!rst)
            spi_mosi_tmp <= 4'd0;
        else 
            spi_mosi_tmp <= {spi_mosi_tmp[2:0], spi_mosi};    
    always@(posedge clk or negedge rst) 
        if (!rst)
            spi_clk_pos <= 1'b0;
        else if (spi_clk_tmp[2] == 1'b0 && spi_clk_tmp[1] == 1'b1)
            spi_clk_pos <= 1'b1;
        else
            spi_clk_pos <= 1'b0;
    always@(posedge clk or negedge rst)
        if (!rst)
            spi_clk_neg <= 1'b0;
        else if (spi_clk_tmp[2] == 1'b1 && spi_clk_tmp[1] == 1'b0)
            spi_clk_neg <= 1'b1;
        else
            spi_clk_neg <= 1'b0;
    always@(posedge clk or negedge rst)
        if (!rst)
            sample <= 1'b0;
        else if (CPOL == 1'b0 && CPHA == 1'b0)
            sample <= spi_clk_pos;
        else if (CPOL == 1'b0 && CPHA == 1'b1)
            sample <= spi_clk_neg;
        else if (CPOL == 1'b1 && CPHA == 1'b0)
            sample <= spi_clk_neg;
        else if (CPOL == 1'b1 && CPHA == 1'b1)
            sample <= spi_clk_pos;
        else
            sample <= 1'b0;
    always@(posedge clk or negedge rst)
        if (!rst) begin
            rx_bit_cnt <= 5'd0;
            rx_data_valid <= 1'b0;
        end
        else if (rx_en && sample && rx_bit_cnt < BIT_LEN) begin
            rx_bit_cnt <= rx_bit_cnt + 5'd1;
            rx_data_valid <= 1'b0;
        end
        else if (!rx_en && rx_bit_cnt == BIT_LEN) begin
            rx_bit_cnt <= 5'd0;
            rx_data_valid <= 1'b1;
        end
        else 
            rx_data_valid <= 1'b0;
    always@(posedge clk or negedge rst) 
        if (!rst)
            rx_data <= 'd0;
        else if (rx_en && sample) 
            rx_data <= {rx_data[BIT_LEN - 2:0], spi_mosi_tmp[3]};
        else if (!rx_en)
            rx_data <= 'd0;
        else
            rx_data <= rx_data;
endmodule
```
`./config.mk`:
```
export PLATFORM = sky130hd
export DESIGN_NAME = spi_slave
export DESIGN_NICKNAME = spi_slave
export VERILOG_FILES = /design/flow/design.v
export SDC_FILE = /design/flow/constraint.sdc
export NUM_CORES = 4
export LEC_CHECK = 1
export CORE_AREA = 10 10 90 90
export DIE_AREA = 0 0 100 100
```
==> run_results.csv <==
group,metric,value,unit
grt,gr-total-overflow,0,
detailed_routing,drtAntennaViolNets,0,
place,place_ws,1.371,ns
floorplanning,die-width,100,um
cells_and_area,utilization,0.1913,
final_timing,fin_ws,1.082,ns
detailed_routing,antennaDiodeCount,0,
critical_path,critPathBufInv,1,
synth,logic_family,"simple AND/OR/NAND/NOR gates",
cells_and_area,final_area,1201,um2
clocking,post_cts_resize_count,0,
critical_path,critPathTopFamily,"buffers and inverters",
place,gp_congestion,0.6867,
final_timing,skew,0.003950,ns
synth,ys_seq_frac,0.7171,
detailed_routing,dr.pass1.iters,4,
floorplanning,rows,29,
critical_path,cp_cell_sequence,"clkdlybuf4s50_1",
grt,track_usage,0.02865,
clocking,clock_sinks,27,
flow_run,warnings,26,
clocking,clk_latency,0.27,ns
critical_path,critical_path_arrival,1.16,ns
critical_path,worstSetupPathType,"register to output port",
synth,mux_share,0.08499,
grt,grt_pass1_wl,2470,um
floorplanning,num_io_pins,14,
final_timing,rsz0062_at_grt,"no",
floorplanning,chipArea,10000,um2
pwr,power,0.7603,mW
cells_and_area,final-comb-area,239.0,um2
critical_path,cp.required,2.24,ns
synth,post_synth.cell_area_avg,14.49,um2
synth,netlist_area,942.2,um2
final_timing,fin_tns_setup,0,ns
critical_path,reg2reg_slack,1.40,ns
cells_and_area,register_area,675.6,um2
final_timing,max_freq,581.9,MHz
pwr,p_leak,0.5085,nW
cells_and_area,fill_cells,671,
synth,ys_cells,65,
floorplanning,initCoreUtil,0.1501,
pwr,cellPowerDensity,633.0,nW/um2
floorplanning,core_area,6277,um2
detailed_routing,vias,502,
synth,compound_area_frac,0.02390,
critical_path,crit_fanout,3,
critical_path,startpoint_type,"register",
clocking,cts_hold_repair.buffers,0,
clocking,cts_made_buffers,3,
cells_and_area,drive_above_1_share,0.06250,
place,place_area,1156,um2
synth,synth_cells,65,
flow_run,maxCapViolations,0,
synth,adder_share,0.02656,
synth,yosys.area_share.xor_xnor,0.009296,
synth,area_leaders,"dfrtp_1, mux2i_1, nor2_1",
clocking,cts_tree,"built",
grt,grt_pass1_vias,513,
synth,ys_area,942.2,um2
final_timing,post-route-period-util,0.6137,
place,hpwl,974.6,um
grt,antenna_found_initial,0,
synth,ys_types,18,
critical_path,max_stage_delay,0.49,ns
clocking,postCtsSetupRepairBufs,0,
clocking,cts_buffer_depth,2,
cells_and_area,area_growth,27.49,%
final_timing,tightest_slew,0.4665,ns
clocking,htree_levels,1,
place,portBuffers,13,
synth,simple_gate_share,0.1089,
synth,yosys_warnings,1,
clocking,clk_pin_slew,0.09,ns
critical_path,critPathSlowestCell,"clkdlybuf4s50_1",
run_status,outcome,"complete, no violations",
pwr,peakVddDrop,0.3247,mV
detailed_routing,drc,0,
floorplanning,die_h,100,um
synth,top_cell_area_share,0.7171,
final_timing,maxSlewHeadroom,0.6890,
synth,synth_flops,27,
final_timing,setup_viol,0,
final_timing,layout_min_cycle_time,1.718,ns
grt,grt_max_degree,28,
synth,yosys.area.top_type,"dfrtp_1",
hold_path,hold_path.class,"register to register",
critical_path,end_kind,"output port",
final_timing,maxSlewViolCount,0,
detailed_routing,via_per_inst,3.197,
detailed_routing,wirelength,1386,um
clocking,cts_root_buf,"clkbuf_8",
final_timing,hold_viol,0,
detailed_routing,routedWlPerCell,8.828,um
detailed_routing,first_iter_violations,17,
-- synthesized netlist by cell type --
library cell	number
dfrtp_1	27
nor2b_1	1
o21ai_0	2
buf_2	1
nand4b_1	1
mux2i_1	8
nor2_1	9
or4b_1	1
ha_1	2
nand3_1	1
xnor2_1	1
nand2_1	4
o31ai_1	1
nor4b_4	1
inv_1	2
o21ai_1	1
clkbuf_1	1
buf_6	1
-- per-layer routing --
layer,share of wire,GRT usage,wire [um]
met4,0.014,0.004348,19
met1,0.54,0.04086,742
met3,0.058,0.01180,80
met2,0.39,0.04082,544
met5,0,0,0
-- report_power, final --
part           switching (mW)  internal (mW)  total [mW]
combinational          0.0392         0.0424      0.0817
clock                   0.112          0.102       0.214
sequential             0.0365          0.428       0.465
-- stage by stage --
step           instances  hold WS [ns]
2_1_floorplan         65        0.2644
3_3_place_gp         153        0.3345
3_5_place_dp         153        0.3347
4_1_cts              157        0.3464
5_1_grt              157        0.3528
6_report             157        0.3491
-- sequential cells by signal, summed over array words and instances, names as in the netlist --
register and cells:
sample 1, spi_clk_tmp 3, rx_data_valid 1, spi_clk_neg 1
rx_data 8, rx_bit_cnt 5, spi_mosi_tmp 4, spi_cs_tmp 4
-- cell usage in the layout, fill, tap and decap left out --
cell              n
buf_4             1
clkbuf_1          1
clkbuf_8          3
clkdlybuf4s50_1  13
dfrtp_1          27
ha_1              2
inv_1             2
mux2i_1           8
nand2_1           4
nand3_1           1
nand4b_1          1
nor2_1            9
nor2b_1           1
nor4b_4           1
o21ai_0           2
o21ai_1           1
o31ai_1           1
or4b_1            1
xnor2_1           1
-- final timing paths --
kind / start / endpoint / cells after the start
worst max-delay path: rx_data[5]$_DFFE_PN0P_ / rx_data[5] / 1
worst max register to register: sample$_DFF_PN0_ / rx_bit_cnt[0]$_DFFE_PN0P_ / 3
worst min-delay path: spi_clk_neg$_DFF_PN0_ / sample$_DFF_PN0_ / 0
min in group asynchronous: rst / spi_mosi_tmp[0]$_DFF_PN0_ / 2
max in group asynchronous: rst / spi_clk_neg$_DFF_PN0_ / 2
worst min register to register: spi_clk_neg$_DFF_PN0_ / sample$_DFF_PN0_ / 0
-- cell families after synthesis --
family                     Yosys count
buffers and inverters                5
AOI/OAI and AO/OA                    4
DFF                                 27
muxes                                8
adders and majority gates            2
and+or+nand+nor                     18
xor gates and xnor gates             1
-- area by class of cell --
class,count,area share
Timing Repair Buffer,14,0.1146
Clock buffer,4,0.03750
Sequential cell,27,0.5625
Multi-Input combinational cell,33,0.1990
Inverter,2,0.006250
Tap cell,77,0.08021
Power is estimated from default activity; no workload was simulated.
